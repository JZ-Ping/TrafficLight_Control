<file path="flow/run.sh">
#!/bin/bash
# OpenROAD 26Q1-2900-gdf79404cd8, Yosys 0.63+post, stock flow scripts
make -C /OpenROAD-flow-scripts/flow DESIGN_CONFIG=/design/flow/config.mk WORK_HOME=/design/flow/orfs finish
</file>
<file path="flow/config.mk">
export PLATFORM = sky130hd
export DESIGN_NAME = TrafficLightController
export DESIGN_NICKNAME = TrafficLightController
export VERILOG_FILES = /design/flow/design.v
export SDC_FILE = /design/flow/constraint.sdc
export NUM_CORES = 4
export LEC_CHECK = 1
export CORE_AREA = 10 10 94 94
export DIE_AREA = 0 0 104 104
</file>
<file path="flow/constraint.sdc">
current_design TrafficLightController

set clk_period 2.8
set clk_io_pct 0.2

create_clock -name clk0 -period $clk_period [get_ports {KEY}]

set non_clock_inputs [all_inputs -no_clocks]
set_input_delay [expr $clk_period * $clk_io_pct] -clock clk0 $non_clock_inputs
set_output_delay [expr $clk_period * $clk_io_pct] -clock clk0 [all_outputs]
</file>
<file path="flow/design.v">
module TrafficLightController(SW, KEY, HEX7, HEX6, HEX3, HEX2, HEX1, HEX0);
	input [17:0] SW;
   input [0:0] KEY;
   output [6:0] HEX7, HEX6, HEX3, HEX2, HEX1, HEX0;
   controller CTRL(.W(SW[0]), .EL(SW[1]), .NL(SW[2]), .E(SW[3]), .Reset(SW[17]), .Clock(KEY[0]), .WTL(HEX0[6:0]), .ELTL(HEX1[6:0]), .NTL(HEX2[6:0]), .ETL(HEX3[6:0]), .hexr(HEX6), .hexl(HEX7));
endmodule
module numtohex(number, hex6, hex7);
	input [2:0] number;
	output [6:0] hex6, hex7;
	reg [6:0] lookup_r[0:7];
	reg [6:0] lookup_l[0:7];
	initial begin
		lookup_r[0] = 7'b1000000;
		lookup_r[1] = 7'b1111001;
		lookup_r[2] = 7'b0100100;
		lookup_r[3] = 7'b0110000;
		lookup_r[4] = 7'b0011001;
		lookup_r[5] = 7'b0010010;
		lookup_r[6] = 7'b0000010;
		lookup_r[7] = 7'b1111000;
		lookup_l[0] = 7'b1111111;
		lookup_l[1] = 7'b1111111;
		lookup_l[2] = 7'b1111111;
		lookup_l[3] = 7'b1111111;
		lookup_l[4] = 7'b1111111;
		lookup_l[5] = 7'b1111111;
		lookup_l[6] = 7'b1111111;
		lookup_l[7] = 7'b1111111;
	end
	assign hex6 = lookup_r[number];
	assign hex7 = lookup_l[number];
endmodule
module controller(W, EL, NL, E, Reset, Clock, WTL, ELTL, NTL, ETL, hexl, hexr);
   reg [2:0] Q;
   reg [2:0] D;
	input W, EL, NL, E, Reset, Clock;
   output [6:0] WTL, ELTL, NTL, ETL;
   reg [2:0] Timer;
	output [6:0] hexl, hexr;
	reg [6:0] WTL, ELTL, NTL, ETL;
	numtohex nh(Timer, hexr, hexl);
	parameter Green = 7'b0010000;  
	parameter Yellow = 7'b0010001;  
	parameter Red = 7'b0101111;  
   parameter ELGreen = 3'b000;
   parameter ELYellow = 3'b001;
   parameter EWGreen = 3'b010;
   parameter EGreenWYellow = 3'b011;
   parameter EWYellow = 3'b100;
	parameter ENLGreen = 3'b101;
	parameter EGreenNLYellow = 3'b110;
	parameter ENLYellow = 3'b111;
	always @*
	begin
		case(Q)
			ELGreen: 			if (Timer >= 3 & ((NL == 1 | E == 1 | W == 1) | (EL == 0 & NL == 0 & E == 0 & W == 0)))  
										D <= ELYellow;
									else
										D <= ELGreen;
			ELYellow: 			if (Timer == 1 & ((E == 1 & NL == 0) | (W == 1 & NL == 0)))
										D <= EWGreen;
									else if (Timer == 1 & ((E == 1 & W == 0) | NL == 1) | (EL == 0 & NL == 0 & E == 0 & W == 0))
										D <= ENLGreen;
									else
										D <= ELYellow;
			EWGreen: 			if (Timer >= 3 & (NL == 1 & EL == 0))
										D <= EGreenWYellow;
									else if (Timer >= 3 & (EL == 1 | EL == 0 & NL == 0 & E == 0 & W == 0))
										D <= EWYellow;
									else
										D <= EWGreen;
			EGreenWYellow: 	if (Timer == 1)
										D <= ENLGreen;
									else
										D <= EGreenWYellow;
			EWYellow: 			if (Timer == 1)
										D <= ELGreen;
									else
										D <= EWYellow;
			ENLGreen: 			if (Timer >= 3 & (W == 1 | (EL == 0 & NL == 0 & E == 0 & W == 0)))
										D <= EGreenNLYellow;
									else if (Timer >= 3 & (W == 0 & EL == 1))
										D <= ENLYellow;
									else
										D <= ENLGreen;
			EGreenNLYellow: 	if (Timer == 1)
										D <= EWGreen;
									else
										D <= EGreenNLYellow;
			ENLYellow:			if (Timer == 1)
										D <= ELGreen;
									else
										D <= ENLYellow;
		endcase
	end
	always @(posedge Clock)
	begin
		if(Reset) begin
			Q <= 3'b000;
			Timer <= 3'b000;
			end
		else if (Q == D) begin
			Timer <= Timer + 1;
			end
		else begin
			Timer <= 3'b000;
			Q <= D;
			end
	end
		 	always @*
			begin
				case(Q)
					ELGreen: begin
								ELTL = Green;
								NTL = Red;
								ETL = Red;
								WTL = Red;
							end
					ELYellow: begin
								ELTL = Yellow;
								NTL = Red;
								ETL = Red;
								WTL = Red;
							end
					EWGreen: begin
								ELTL = Red;
								NTL = Red;
								ETL = Green;
								WTL = Green;
							end
					EGreenWYellow: begin
								ELTL = Red;
								NTL = Red;
								ETL = Green;
								WTL = Yellow;
							end
					EWYellow: begin
								ELTL = Red;
								NTL = Red;
								ETL = Yellow;
								WTL = Yellow;
							end
					ENLGreen: begin
								ELTL = Red;
								NTL = Green;
								ETL = Green;
								WTL = Red;
							end
					EGreenNLYellow: begin
								ELTL = Red;
								NTL = Yellow;
								ETL = Green;
								WTL = Red;
							end
					ENLYellow: begin
								ELTL = Red;
								NTL = Yellow;
								ETL = Yellow;
								WTL = Red;
							end
				endcase
			end
endmodule
</file>
==> results_dict.tcl <==
# metrics dict for downstream scripts
set metrics [dict create \
    finalSetupViolCount 0 \
    area_leaders "dfxtp_1, buf_4, ha_1" \
    yosys_warnings 2 \
    status "finished clean" \
    area_delta_synth_final_pct 41.7 \
    p_leak_uw 0.000838 \
    ys_area_mm2 0.00136 \
    synth_area_mm2 0.00136 \
    power.density_mw_per_mm2 669 \
    core_area_mm2 0.00683 \
    cts_made_buffers 3 \
    switchingPower_uw 369 \
    synthCells 147 \
    hp-class "flop to flop" \
    period_needed_ns 2.67 \
    yosys.area.top_type_share_pct 34.0 \
    synth_area_leader_cell "dfxtp_1" \
    ys_cells 147 \
    sw_frac_of_total_pct 28.7 \
    ys_seq_share_pct 34.0 \
    rsz0062_at_grt "false" \
    grt_pass1_vias 1063 \
    power_uw 1290 \
    skew_ns 0.000141 \
    wire_per_inst_um 10.4 \
    worstSetupPathType "input port to flop" \
    root_buffer "clkbuf_8" \
    cap_violations 0 \
    hold_slack_ns 0.663 \
    final_max_slew_viol_count 0 \
    pwr-share-comb_pct 53.4 \
    clockBufferDepth 2 \
    pwr-share-clk_pct 12.7 \
    rows 30 \
    crit_path_max_fanout 7 \
    fmax_ghz 0.374 \
    async_reset_ff_share_pct 0 \
    dp.cells 281 \
    fp.dieH_um 104 \
    top_cell "buf_4" \
    io-pin-count 61 \
    htreeDepth 1 \
    clock_sinks 23 \
    finalHoldViolations 0 \
    first_iter_violations 84 \
    drt-total-wl_mm 2.99 \
    track_usage_pct 5.34 \
    viasPerCell 3.71 \
    end_kind "flop" \
    overflow 0 \
    dp_slack_ns -0.334 \
    cts_tree "yes" \
    postPlaceCellArea_mm2 0.00183 \
    ys.flop_type "dfxtp_1" \
    instances_no_fill 288 \
    synth_cell_types 43 \
    worst_slack_ns 0.130 \
    grt_max_degree 14 \
    start_kind "input port" \
    globalplace.congestion 0.803 \
    r2r.worst_path.cells 11 \
    warnings 62 \
    worstSkewPairLatency_ns 0.23 \
    drc 0 \
    dr.pass1.iters 4 \
    cp_data_required_time_ns 2.92 \
    fp_util_pct 19.8 \
    die_x_um 104 \
    ys.flops 23 \
    antenna_found_initial 0 \
    fin_area_mm2 0.00192 \
    top_cells_by_count "buf_4, dfxtp_1, nor2_1" \
    internal-power_uw 917 \
    p_seq_share_pct 33.9 \
    postSynthAreaPerCell_um2 9.22 \
    vias 1068 \
    ant_nets 0 \
    antennaDiodeCount 0 \
    arrival_ns 2.79 \
    edf_count 0 \
    grt_pass1_wl_mm 4.98 \
    num-fill-cells 733 \
    portBuffers 36 \
    path_clk_slew_ns 0.06 \
    whs_path_depth 3 \
    dp_hpwl_mm 2.45 \
    die_area_mm2 0.0108 \
    irDropWorstVdd_uv 408 \
    fin_crit_sh_pct 95.4 \
    drive_gt1_share_pct 25.5 \
]
-- path summary, 6_finish.rpt --
kind | start | end | slack (ns)
max | SW[2] | HEX6[3] | 0.13
min | CTRL.Timer[0] | CTRL.Timer[0] | 0.66
max reg2reg | CTRL.Timer[0] | HEX2[5] | 0.14
min reg2reg | CTRL.Timer[0] | CTRL.Timer[0] | 0.66
-- sequential cells by signal (all words and copies together) (netlist names) --
name	count
HEX1	1
CTRL.Timer	3
HEX2	3
HEX3	3
HEX6	7
HEX0	3
CTRL.Q	3
-- layout by cell type, fill, tap and decap left out, types with 2 or more instances in the layout --
cell | synthesis | layout
mux2_2 | 3 | 3
nor2b_1 | 5 | 5
inv_1 | 8 | 8
ha_1 | 10 | 8
nand3b_1 | 2 | 2
nor2_1 | 11 | 10
dlygate4sd2_1 | 0 | 3
nand2_1 | 3 | 3
clkdlybuf4s50_1 | 0 | 32
o21ai_0 | 3 | 2
nand4b_1 | 2 | 2
o211ai_1 | 2 | 2
or4_1 | 2 | 2
nand2b_1 | 3 | 3
or2_2 | 3 | 2
conb_1 | 2 | 11
ha_2 | 0 | 2
dfxtp_1 | 23 | 23
mux2i_1 | 4 | 4
buf_4 | 25 | 27
clkbuf_8 | 0 | 3
nor3_1 | 3 | 2
a211o_1 | 2 | 2
a21oi_1 | 3 | 3
-- routing by layer --
layer	vias up	track usage (%)	wire length [µm]	part of all wire [%]
met4	0	0.795	41	1.4
met2	26	8.74	1400	47
met3	2	1.38	136	4.5
li1	556	-	-	-
met1	484	7.04	1410	47
met5	-	0	0	0
-- power by group through the flow --
stage,clock network (µW),registers [µW],logic [µW]
final,164,436,686
after global routing,219,448,769
after CTS,207,438,685
-- what timing repair did --
item / in CTS / in global routing
buffers inserted: 3 / 0
setup endpoints to repair: 1 / 5
hold buffers: 0 / 0
gates resized: 5 / 6
pin swaps: 2 / 4
-- cells by family after synthesis --
logic type / synth area share, %
buf+inv: 19.1
mux: 6.56
simple gates: 18.7
compound gates: 11.8
fa+ha+maj: 9.23
flops: 34.0
other cells: 0.554
-- layout make-up --
cell class              count  area (µm²)  share of cell area, %
clock buffers               3        41.3                   2.15
well taps                  96         120                   6.25
flip-flops and latches     23         460                   24.0
repair buffers             63         562                   29.3
clock inverters             1        5.00                  0.261
inverters                   8        30.0                   1.56
multi-input cells          94         702                   36.5
-- critical path, stage by stage --
cell,delay [ns]
dlygate4sd2_1,0.27
buf_4,0.16
or4_1,0.49
a21o_1,0.18
a21oi_2,0.16
nor2_1,0.09
nand3_2,0.10
buf_4,0.15
nor2_2,0.05
ha_1,0.31
mux2_2,0.27
-- metrics by stage --
stage,utilization (%),setup TNS (ns)
after global routing,28.1,0
after CTS,27.9,0
final,28.1,0
after global placement,26.8,-1.53
after detailed placement,26.8,-1.62
after floorplan,-,0
No activity file was given, so power comes from the tool's default toggle rates.
